`flow/constraint.sdc`:
```
current_design alu

set clk_period 27.4
set clk_io_pct 0.2

create_clock -name clk0 -period $clk_period

set non_clock_inputs [all_inputs -no_clocks]
set_input_delay [expr $clk_period * $clk_io_pct] -clock clk0 $non_clock_inputs
set_output_delay [expr $clk_period * $clk_io_pct] -clock clk0 [all_outputs]
```
`flow/config.mk`:
```
export PLATFORM = sky130hd
export DESIGN_NAME = alu
export DESIGN_NICKNAME = alu
export VERILOG_FILES = /design/flow/design.v
export SDC_FILE = /design/flow/constraint.sdc
export NUM_CORES = 4
export LEC_CHECK = 1
export CORE_UTILIZATION = 50
```
`flow/design.v`:
```
module alu #(parameter N=32) (
    output logic [N-1:0] alures,
    output logic ovfalu,
    input logic [N-1:0] a,b,
    input logic[3:0] af,
    input logic i
);
logic [N-1:0] arith_out;
logic ovf,neg,u,sub;
assign u = af[0];
assign sub = af[1];
au #(.N(N)) arith_ops(
    .s(arith_out),
    .ovf(ovf),
    .neg(neg),
    .a(a),
    .b(b),
    .u(u),
    .sub(sub)
);
logic [N-1:0] logic_out;
logical_unit #(.N(N)) logic_ops(
    .res(logic_out),
    .a(a),
    .b(b),
    .af(af[1:0]),
    .i(i)
);
logic [N-1:0] sel_arith_logic;
nmux21 #(.N(N)) g1 (
    .z(sel_arith_logic),
    .a(arith_out),
    .b(logic_out),
    .s(af[2])
);
logic cmp;
logic [N-1:0] cmp_res;
assign cmp = neg;
assign cmp_res = { {(N-1){1'b0}}, cmp };
nmux21 #(.N(N)) g2 (
    .z(alures),
    .a(sel_arith_logic),
    .b(cmp_res),
    .s(af[3])
);
assign ovfalu = (ovf & (~af[3]) & (~af[2]));
endmodule
module au #(parameter N=32) (
    output logic [N-1:0] s,
    output logic ovf, neg,
    input logic [N-1:0] a,b,
    input logic u, sub
);
logic [N-1:0] b_checked;
logic cout;
assign b_checked = (b ^ {N{sub}});
nadder #(
    .N(N)
) add_sub (
    .a(a),
    .b(b_checked),
    .cin(sub),
    .s(s),
    .cout(cout)
);
assign neg = (~u & (a[N-1] ^ b_checked[N-1] ^ cout)) | (u & sub & ~cout);
assign ovf = (~u & ((s[N-1] ^ a[N-1]) & ~(a[N-1] ^ b[N-1])));
endmodule
module logical_unit #(parameter N=32) (
    output logic [N-1:0] res,
    input logic [N-1:0] a,b,
    input logic [1:0] af,
    input logic i
);
logic [N-1:0] a_and_b, a_or_b, a_xor_b, a_nor_b, b_lsbs;
assign a_and_b = (a & b);
assign a_or_b = (a | b);
assign a_xor_b = (a ^ b);
assign a_nor_b = ~a_or_b;
assign b_lsbs = { b[N/2-1:0], { (N/2){1'b0} } };
logic [N-1:0] sel_and_or, sel_nor_lsbs, sel_nor_lsbs_xor;
nmux21 #(.N(N)) g1 (
    .z(sel_and_or),
    .a(a_and_b),
    .b(a_or_b),
    .s(af[0])
);
nmux21 #(.N(N)) g2 (
    .z(sel_nor_lsbs),
    .a(a_nor_b),
    .b(b_lsbs),
    .s(i)
);
nmux21 #(.N(N)) g3 (
    .z(sel_nor_lsbs_xor),
    .a(a_xor_b),
    .b(sel_nor_lsbs),
    .s(af[0])
);
nmux21 #(.N(N)) g4 (
    .z(res),
    .a(sel_and_or),
    .b(sel_nor_lsbs_xor),
    .s(af[1])
);
endmodule
module nadder #(parameter N = 32)(
    output logic [N-1:0] s,
    output logic cout,
    input logic [N-1:0] a,b,
    input logic cin
);
logic [N-1:0] carry_internal;
full_adder base_case(
    .a(a[0]),
    .b(b[0]),
    .cin(cin),
    .s(s[0]),
    .cout(carry_internal[0])
);
genvar i;
generate
    for (i = 1; i < N; i++) begin
        full_adder inductive_step(
            .a(a[i]),
            .b(b[i]),
            .cin(carry_internal[i-1]),
            .s(s[i]),
            .cout(carry_internal[i])
        );
    end
endgenerate
assign cout = carry_internal[N-1];
endmodule
module full_adder(
    output logic cout,s,
    input logic a,b,cin
);
assign s = ((a ^ b) ^ cin);
assign cout = (a & b) | (a & cin) | (b & cin);
endmodule
module mux21(
    output logic z,
    input logic a,b,s
);
assign z = (a & ~s) | (b & s);
endmodule
module nmux21 #(parameter N = 32)(
    output logic [N-1:0] z,
    input logic [N-1:0] a,b,
    input logic s
);
genvar i;
generate
  for (i = 0; i < N; i++) begin
    mux21 mux_i(
      .a(a[i]),
      .b(b[i]),
      .s(s),
      .z(z[i])
    );
  end
endgenerate
endmodule
```
`flow/run.sh`:
```
#!/bin/bash
# OpenROAD 26Q1-2900-gdf79404cd8, Yosys 0.63+post, stock flow scripts
make -C /OpenROAD-flow-scripts/flow DESIGN_CONFIG=/design/flow/config.mk WORK_HOME=/design/flow/orfs finish
```
==> deck_impl_summary.md <==
Key Metrics from the Run

Outcome
  – Status: finished, final reports clean

Route
  – Vias per cell: 5.14
  – Final wirelength: 8800 µm
  – Routed Antenna Nets: 0
  – WL/cell: 13.8 µm
  – Detailed Routing Iterations Pass 1: 4
  – Via count: 3267
  – Initial detailed-routing violation count: 79
  – Diodes inserted: 0
  – DRC: 0

Timing
  – Setup TNS: 0 ps
  – RSZ-0062 raised after global routing: false
  – Period utilisation layout: 93.4%
  – Final hold slack: ~12000 ps
  – Final Critical Period: between 20000 and 30000 ps
  – Fin. max-slew vios: 0
  – Hold Fails Final Rpt: 0
  – Setup violators final: 0
  – Slew @ Worst Pin: 758 ps
  – Fmax: 39.1 MHz
  – Slew HR: 49.5%

Synth
  – Cells in synth_stat.txt: ~500
  – Top cells, area: ha_1 21%, fa_1 17%, mux2_2 8.1%
  – Post-synth seq share: 0%
  – Post-synth top area share: 20.7%
  – Synth area leader: ha_1
  – Synth unique cells: 34
  – Ys Warns: 0
  – Syn avg cell area: 7.94 µm²
  – Post-Syn Area: 0.00387 mm²
  – Chip area line of the yosys report: 0.00387 mm²
  – Post-Syn Instances: 488

Power and ir drop
  – Switch Pwr: about 0.036 mW
  – Pint: approximately 0.045 mW
  – Clk pwr share: 0%
  – Worst vdd ir: between 0.000007 and 0.000008 V
  – Switch share: 44.6%
  – Sequential Power Share: 0%
  – Logic pwr share: 100.0%
  – Power Dens Cells: about 17 mW/mm²
  – Leak Pwr: 2.20 nW

Floorplanning
  – Boundary Pins: 102
  – FP Core Util: 52.5%
  – Floorplan core area: 0.00737 mm²
  – Chip Height: 90.0 µm
  – Width of the die: 90.0 µm
  – Cell row count: 31
  – Chip area: slightly above 0.008 mm²

Worst setup path
  – Crit path required time: 21920 ps
  – Buf/Inv on CP: 4
  – Crit Path Class: in -> out
  – Crit start category: primary input
  – Largest delay share family, worst path: adder cells
  – Crit end category: primary output
  – Slowest library cell on the worst path: clkdlybuf4s50_1
  – Worst-path fanout max: 4
  – Crit path top cell by count: fa_1
  – Worst EP arrival: 20110 ps
  – Slowest stage delay, CP: 540 ps

Min path
  – Path type of the worst min-delay path: in -> out

CTS
  – CTS-repair resized insts: 0
  – Setup bufs post-CTS: 0
  – # hold bufs at CTS: 0

Global route
  – Vias in the first global route: 3225
  – Total track usage: a little under a quarter
  – First-pass GRT wire length: 14900 µm
  – Total grt overflow: 0
  – Initial antenna violation count: 0
  – Largest net degree at the start of global routing: 66

Run
  – Max-Cap Viols: 0
  – OpenROAD warning count: 66

Cells and area
  – P&R area growth vs syn: 20.7%
  – Area taken by flip-flops and latches: 0 µm²
  – Ratio of cells with drive above 1 in the final layout: between 10% and 20%
  – Seq cells: 0
  – Clock buf count: 0

Placed design
  – Post-DP HPWL: 6790 µm
  – Gpl congestion: 0.870
  – Input/output buffers: 102
[placed cells by master (no fill, tap or decap), types with 4 or more instances in the layout]
cell,Yosys,layout
inv_1,67,67
nor2_1,16,16
clkdlybuf4s50_1,0,101
ha_1,64,64
mux2_2,28,28
or2_2,16,16
mux2i_1,4,4
a21oi_1,41,41
nand2_1,31,31
o21ai_1,12,12
nor2b_1,22,22
buf_4,39,9
fa_1,32,32
o21ai_0,18,18
xor2_1,30,30
and3b_1,14,14
o221ai_1,16,16
[layout make-up]
class	instances	area [µm²]
Timing Repair Buffer	110	1080
Fill cell	617	2700
Tap cell	99	124
Inverter	67	251
Multi-Input combinational cell	360	3220
[cell usage after synthesis (16+ instances only)]
| cell type | instances |
|---|---|
| nand2_1 | 31 |
| nor2_1 | 16 |
| xor2_1 | 30 |
| ha_1 | 64 |
| fa_1 | 32 |
| buf_4 | 39 |
| mux2_2 | 28 |
| or2_2 | 16 |
| nor2b_1 | 22 |
| a21oi_1 | 41 |
| inv_1 | 67 |
| o221ai_1 | 16 |
| o21ai_0 | 18 |
[logic make-up (layout without fill, tap and decap cells)]
| family | after synthesis | count (layout) | share of synthesized area (%) |
|---|---|---|---|
| buf+inv | 128 | 177 | 16.9 |
| simple gates | 103 | 103 | 14.6 |
| compound gates | 97 | 97 | 14.9 |
| fa+ha+maj | 96 | 96 | 37.2 |
| xor+xnor | 32 | 32 | 7.24 |
| mux | 32 | 32 | 9.18 |
[stage by stage]
step	total power, mW	util [%]	cells	area, µm²	setup slack (ps)
after CTS	0.0824	63.4	636	4670	1710
after global routing	0.0934	63.4	636	4670	1190
after detailed placement	0.0818	63.4	636	4670	1750
after global placement	0.0809	63.4	636	4670	1810
final	0.0812	63.4	636	4670	1810
after floorplan	0.0543	-	488	3870	2790
[power by group through the flow]
stage                 Sequential (mW)  Clock, mW  Combinational, mW
final                               0          0             0.0812
after CTS                           0          0             0.0824
after global routing                0          0             0.0934
[worst min-delay path, delay by kind of cell]
family	cells	cell delay, ps
buf+inv	2	630
compound gates	2	250
[routing by layer]
metal	vias up	GRT usage, %	share of wire, %	wire [µm]
met4	0	1.48	0.19	17
met5	-	0	0	0
met3	2	4.04	6.6	580
met2	90	37.1	47	4110
li1	1662	-	-	-
met1	1513	34.0	47	4100
[path summary, 6_finish.rpt]
path,start,to,slack (ps),cells past startpoint
setup / recovery,b[0],ovfalu,1810,38
hold / removal,af[1],alures[21],11870,4
Power figures rest on the tool's default switching activity, not on a simulated workload.
