## design/flow/config.mk

```make
export PLATFORM = sky130hd
export DESIGN_NAME = gpr
export DESIGN_NICKNAME = gpr
export VERILOG_FILES = /design/flow/design.v
export SDC_FILE = /design/flow/constraint.sdc
export NUM_CORES = 4
export LEC_CHECK = 1
export CORE_UTILIZATION = 30
```

## design/flow/constraint.sdc

```tcl
current_design gpr

set clk_period 7.6
set clk_io_pct 0.2

create_clock -name clk0 -period $clk_period [get_ports {clk}]

set non_clock_inputs [all_inputs -no_clocks]
set_input_delay [expr $clk_period * $clk_io_pct] -clock clk0 $non_clock_inputs
set_output_delay [expr $clk_period * $clk_io_pct] -clock clk0 [all_outputs]
```

## design/flow/design.v

```verilog
module gpr #(
    parameter N=32,
    parameter Nreg=32,
    parameter K=$clog2(Nreg)
) (
    output logic [N-1:0] q_read_port1, q_read_port2,
    input logic [N-1:0] d,
    input logic [K-1:0] read_port1_address, read_port2_address, write_port_address,
    input logic clk, rst, wren
);
logic [Nreg-1:0] wren_gpr;
logic [N-1:0] q_gpr [Nreg-1:0];
assign q_gpr[0] = '0;  
genvar i;
generate
    for(i=1; i<Nreg; i=i+1) begin
        assign wren_gpr[i] = wren & (write_port_address == i);
        register #(.N(N)) reg_i (
            .clk(clk),
            .rst(rst),
            .wren(wren_gpr[i]),
            .d(d),
            .q(q_gpr[i])
        );
    end
endgenerate
assign q_read_port1 = q_gpr[read_port1_address];
assign q_read_port2 = q_gpr[read_port2_address];
endmodule
module register #(parameter N=32) (
    output logic [N-1:0] q,
    input logic [N-1:0] d,
    input logic clk, rst, wren
);
always_ff @(posedge clk or posedge rst) begin
    if (rst) begin
        q <= '0;
    end else if (wren) begin
        q <= d;
    end else begin
        q <= q;
    end
end
endmodule
```

## design/flow/run.sh

```bash
#!/bin/bash
# OpenROAD 26Q1-2900-gdf79404cd8, Yosys 0.63+post, stock flow scripts
make -C /OpenROAD-flow-scripts/flow DESIGN_CONFIG=/design/flow/config.mk WORK_HOME=/design/flow/orfs finish
```

==> flow_metrics.tcl <==
# flow metrics
set metrics [dict create \
    avgSynthCellArea_um2 12.0 \
    antenna_found_initial 17 \
    ys_seq_frac 0.492 \
    core_um2 167000 \
    hold_buffers 0 \
    clk_latency_ps 750 \
    critPathMaxFanout 36 \
    setup_tns_ps 0 \
    fin_util 0.352 \
    rsz0062_at_grt "false" \
    gp_congestion 1.01 \
    power_density_nw_per_um2 254 \
    ys.flops 992 \
    largest_reg_flops 992 \
    edf_count 0 \
    firstDrtPassIters 10 \
    ctsRootBufferMaster "clkbuf_16" \
    post-route-min-period_ps 7080 \
    postCtsSetupBuffers 0 \
    cts_max_level 3 \
    setup_violations 0 \
    grt_use_total 0.291 \
    critPathBufInv 2 \
    worst_hold_slack_ps 518 \
    areaGrowthSynthToFinish_pct 16.6 \
    place_hpwl_mm 152 \
    cts_sinks 992 \
    portBuffers 113 \
    drt-total-wl_mm 243 \
    io_pins 114 \
    grt_start_max_net_pins 127 \
    drive_gt1_frac 0.358 \
    synthCells 4219 \
    met3WireLength_mm 40.3 \
    syn_area_um2 50400 \
    status "completed" \
    cts_resized 0 \
    warning_count 38 \
    crit_top_cell "clkdlybuf4s50_1" \
    hold_viol_final 0 \
    arrival_ps 5560 \
    grt_pass1_vias 42000 \
    p_leak_nw 26.7 \
    maxCapViolations 0 \
    criticalPathCategory "in -> out" \
    fin_crit_sh 0.932 \
    wl_met1_mm 88.8 \
    numCtsBuffers 109 \
    ff_type "dfrtp_1" \
    clock.fmax_ghz 0.141 \
    start_kind "primary input" \
    fp.dieH_um 412 \
    cts_tree "done" \
    grt_pass1_wl_mm 336 \
    top_register "genblk1.reg_i.q" \
    largestRegisters "genblk1.reg_i.q: 992 flops" \
    slowest_delay_ps 960 \
    crit_family "simple AND/OR/NAND/NOR gates" \
    required_ps 6080 \
    postRouteAntennaNets 0 \
    ys_chip_area_um2 50400 \
    wl_per_cell_um 37.1 \
    fillers 16200 \
    detail_route.vias_per_cell 6.49 \
    met2WireLength_mm 98.8 \
    overflow 0 \
    end_kind "output port" \
    path_clk_slew_ps 60 \
    vias 42400 \
    peakVddDrop_mv 0.193 \
    clk_path_buf_depth 3 \
    crit_slowest_cell "and2_2" \
    slew_violations 0 \
    row_count 150 \
    die_w_um 412 \
    drc 0 \
    die_area_um2 170000 \
    skew_ps 0 \
    top_layer "met5" \
    worst_slew_pin_slew_ps 1280 \
    worstHoldPathType "reg -> reg" \
    crit_chain "clkdlybuf4s50_1, and2_4, and2_2, a2111oi_0, nand3_1, or4_1, clkdlybuf4s50_1" \
    async_flop_share 1.00 \
    synth.distinct_cells 58 \
    ys_cells 4219 \
    yosys_warnings 4 \
    floorplan.core_util 0.302 \
    slew_headroom 0.146 \
    drt_iter0_drc 5220 \
]
-- worst paths after layout --
check                                               end                     from  slack, ps  cells after the start
worst max register to register  genblk1[16].reg_i.q[29]  genblk1[16].reg_i.q[29]       6690                      1
min in group asynchronous        genblk1[1].reg_i.q[30]                      rst       1240                      2
worst min register to register  genblk1[25].reg_i.q[19]  genblk1[25].reg_i.q[19]        520                      1
worst max-delay path                   q_read_port1[10]    read_port1_address[4]        520                      7
worst min-delay path            genblk1[25].reg_i.q[19]  genblk1[25].reg_i.q[19]        520                      1
max in group asynchronous        genblk1[2].reg_i.q[12]                      rst       4470                      4
-- metal layers --
metal / track usage / vias to the layer above
met2: 0.397 / 3433
li1: - / 16400
met3: 0.178 / 925
met1: 0.371 / 21600
met4: 0.126 / 23
met5: 0.00678 / -
-- synthesized netlist by cell type (all sizes together) (9+ instances only) --
library cell / instances / area share
a2111oi: 131 / 0.030
a221oi: 20 / 0.0035
a222oi: 21 / 0.0042
a22oi: 598 / 0.089
a32oi: 25 / 0.0043
and2: 30 / 0.0038
and3: 418 / 0.052
buf: 111 / 0.011
clkbuf: 348 / 0.026
dfrtp: 992 / 0.49
mux2: 1001 / 0.22
nand2: 45 / 0.0033
nand3: 174 / 0.017
nand4: 82 / 0.010
nor2: 50 / 0.0037
nor3: 10 / 0.00099
nor3b: 9 / 0.0013
or4: 62 / 0.0092
-- cell families (layout without fill, tap and decap cells) --
group | count (synthesis) | after routing | share of synthesized area
multiplexers | 1009 | 1009 | 0.226
flip-flops | 992 | 992 | 0.492
AND/OR/NAND/NOR | 929 | 929 | 0.109
AND-OR/OR-AND | 827 | 827 | 0.135
buffers and inverters | 462 | 573 | 0.0375
other | 0 | 6 | 0
-- layout make-up --
| type | count | area [µm²] | share of cell area |
|---|---|---|---|
| diodes | 6 | 15.0 | 0.000255 |
| clock buffers | 168 | 3280 | 0.0558 |
| clock inverters | 36 | 413 | 0.00702 |
| inverters | 3 | 15.0 | 0.000255 |
| multi-input cells | 2765 | 24200 | 0.412 |
| flip-flops and latches | 992 | 24800 | 0.422 |
| well taps | 2204 | 2760 | 0.0469 |
| repair buffers | 366 | 3280 | 0.0558 |
-- per-stage QoR --
step	setup slack, ps	std cells	area, µm²	total power, mW
2_1_floorplan	-7590	4219	50400	8.30
3_3_place_gp	704	6330	55100	9.36
3_5_place_dp	695	6330	55100	9.40
4_1_cts	693	6534	58800	14.9
5_1_grt	517	6534	58800	15.4
6_report	517	6540	58800	15.0
-- power by group --
| group | internal (mW) | switching, mW |
|---|---|---|
| clock | 3.23 | 2.31 |
| combinational | 1.13 | 1.00 |
| sequential | 6.31 | 0.961 |
-- layout by cell type, fill, tap and decap left out, types with 27 or more instances in the layout --
master	instances
nor2_4	39
dfrtp_1	992
nand2_1	34
or4_1	62
mux2_2	988
and3_1	417
a22oi_1	598
clkbuf_8	27
buf_4	233
nand3_1	170
clkbuf_1	29
nand4_1	82
clkdlybuf4s50_1	113
clkbuf_16	112
a2111oi_0	98
No activity file was given, so power comes from the tool's default toggle rates.
