**flow/run.sh**
```bash
#!/bin/bash
# OpenROAD 26Q1-2900-gdf79404cd8, Yosys 0.63+post, stock flow scripts
make -C /OpenROAD-flow-scripts/flow DESIGN_CONFIG=/design/flow/config.mk WORK_HOME=/design/flow/orfs finish
```
**flow/config.mk**
```make
export PLATFORM = sky130hd
export DESIGN_NAME = su
export DESIGN_NICKNAME = su
export VERILOG_FILES = /design/flow/design.v
export SDC_FILE = /design/flow/constraint.sdc
export NUM_CORES = 4
export LEC_CHECK = 1
export CORE_UTILIZATION = 30
```
**flow/constraint.sdc**
```tcl
current_design su

set clk_period 7.8
set clk_io_pct 0.2

create_clock -name clk0 -period $clk_period

set non_clock_inputs [all_inputs -no_clocks]
set_input_delay [expr $clk_period * $clk_io_pct] -clock clk0 $non_clock_inputs
set_output_delay [expr $clk_period * $clk_io_pct] -clock clk0 [all_outputs]
```
**flow/design.v**
```verilog
module nadder #(parameter N = 32)(
    output logic [N-1:0] s,
    output logic cout,
    input logic [N-1:0] a,b,
    input logic cin
);
logic [N-1:0] carry_internal;
full_adder base_case(
    .a(a[0]),
    .b(b[0]),
    .cin(cin),
    .s(s[0]),
    .cout(carry_internal[0])
);
genvar i;
generate
    for (i = 1; i < N; i++) begin
        full_adder inductive_step(
            .a(a[i]),
            .b(b[i]),
            .cin(carry_internal[i-1]),
            .s(s[i]),
            .cout(carry_internal[i])
        );
    end
endgenerate
assign cout = carry_internal[N-1];
endmodule
module nincrementer #(parameter N=32) (
    output logic [N-1:0] s,
    output logic cout,
    input logic [N-1:0] a,
    input logic cin
);
nadder #(
    .N(N)
) add_inc (
    .a(a),
    .b('0),
    .cin(cin),
    .s(s),
    .cout(cout)
);
endmodule
module full_adder(
    output logic cout,s,
    input logic a,b,cin
);
assign s = ((a ^ b) ^ cin);
assign cout = (a & b) | (a & cin) | (b & cin);
endmodule
module mux21(
    output logic z,
    input logic a,b,s
);
assign z = (a & ~s) | (b & s);
endmodule
module nmux21 #(parameter N = 32)(
    output logic [N-1:0] z,
    input logic [N-1:0] a,b,
    input logic s
);
genvar i;
generate
  for (i = 0; i < N; i++) begin
    mux21 mux_i(
      .a(a[i]),
      .b(b[i]),
      .s(s),
      .z(z[i])
    );
  end
endgenerate
endmodule
module bslc #(
    parameter N=32,
    parameter b=1
    ) (
    output logic [N-1:0] z,
    input logic [N-1:0] a,
    input logic s
);
logic [N-1:0] with_shift;
logic [b-1: 0] a_suf;
logic [N-b-1:0] a_pref;
assign a_pref =  a[N-b-1:0];
assign a_suf = a[N-1:N-b];
assign with_shift = {a_pref, a_suf};
nmux21 #(.N(N)) g1 (
    .z(z),
    .a(a),  
    .b(with_shift),
    .s(s)
);
endmodule
module slc #(parameter N=32) (
    output logic [N-1:0] r,
    input logic [N-1:0] a,
    input logic [$clog2(N)-1:0] b
);
localparam int K = $clog2(N);
logic [N-1:0] shift_res [0:K-1];
bslc #(
    .N(N),
    .b(1)
) shift_0 (
    .z(shift_res[0]),
    .a(a),
    .s(b[0])
);
genvar i;
generate
    for(i=1; i<K; i++) begin
        bslc #(
            .N(N),
            .b(2**i)
        ) shift_i (
            .z(shift_res[i]),
            .a(shift_res[i-1]),
            .s(b[i])
        );
    end
endgenerate
assign r = shift_res[K-1];
endmodule
module srlc #(parameter N=32) (
    output logic [N-1:0] r,
    input logic [N-1:0] a,
    input logic[$clog2(N)-1:0] b,
    input logic f
);
localparam K = $clog2(N);
logic [K-1:0] not_b, neg_b, shift_dist;
assign not_b = ~b;
nincrementer #(
    .N(K)
) convert_to_neg (
    .s(neg_b),
    .cout(),
    .a(not_b),
    .cin('1)
);
nmux21 #(
    .N(K)
) select_b(
    .z(shift_dist),
    .a(b),
    .b(neg_b),
    .s(f)
);
slc #(
    .N(N)
) perform_shift (
    .r(r),
    .a(a),
    .b(shift_dist)
);
endmodule
module su #(parameter N=32) (
    output logic [N-1:0] sures,
    input logic [N-1:0] a,
    input logic [$clog2(N)-1:0] b,
    input logic [1:0] sf
);
localparam K = $clog2(N);
logic [N-1:0] srlc_out;
srlc #(
    .N(N)
) logic_shifts (
    .r(srlc_out),
    .a(a),
    .b(b),
    .f(sf[1])
);
logic [N-1:0] sra_out;
assign sra_out = $signed(a) >>> b;
nmux21 #(
    .N(N)
) select_srlc_sra(
    .z(sures),
    .a(srlc_out),
    .b(sra_out),
    .s(sf[1]&sf[0])
);
endmodule
```
==> metrics.cfg <==
[setup_path]
worstPathMaxFanout=26
start_kind=input port
cp.required_ns=6.24
cp.arrival_ns=5.26
worst_setup_path_end_kind=output port
worstSetupPathType=in -> out

[sta]
setup_ws_ns=0.977
finalSetupTns_ns=0
min_period_ns=6.82
rsz0062_at_grt=false
final-max-slew-violation-count=0
fmax_mhz=147
holdWs_ns=4.31
worstMarginPinSlew_ns=0.801
setup_viol=0
finalClockPeriodUsage_pct=87.5
max_slew_margin_pct=45.5
hold_viol_final=0

[placed_design]
place_ws_ns=1.02
placed_cell_area_sq_um=4890
dp_hpwl_um=14000
place.gp.congestion=1.00
io_buffer_count=71

[finish]
mi_logic_area_sq_um=3820
flop_area_sq_um=0
clkbuf_count=0
ff_count=0
lay_top_cells=94 x mux2i_1, 81 x nand2_1, 69 x clkdlybuf4s50_1, 45 x nor2_1, 32 x a21oi_1
fillers=1431
utilization_pct=34.8
lay_top_count=mux2i_1
syn2layout_area_growth_pct=12.2
drive_gt1_share_pct=16.6
design_area_sq_um=4890

[die]
initial_core_util_pct=31.0
num_rows=43
ios=71
core_sq_um=14000
die_h_um=123
die-area_sq_um=15000
die_w_um=123

[global_route]
grt_max_degree=44
busiest_layer=met2
grt_pass1_vias=4502
met2_usage_pct=36.2
met3_usage_pct=7.92
globalRouteOverflowTotal=0
grt_pass1_wl_um=26900
grt_usage_pct=24.5
antenna_found_initial=0
grtUsageMet1_pct=35.2

[run_status]
status=finished clean

[logic_synthesis]
synth_warnings=2
syn_avg_cell_area_sq_um=7.84
syn-instance-count=556
ys_cells=556
ys_seq_share_pct=0
synth_chip_area_sq_um=4360
synthDistinctLibCells=56
synth.cell_area_sq_um=4360

[pwr]
p_leak_nw=1.89
p_per_area_nw_per_um2=102
ir_drop_mv=0.0472

[drt]
drtIter0Drc=449
antenna_cells=0
via_count=4693
routedWlPerCell_um=23.8
first_pass_iters=7
routed_via_density=6.33
totalWireLength_um=17700
drc=0
ant_nets=0

[min_path]
hold_class=in -> out
hold_path_depth=6

[run]
warning_count=32
maxCapViolCount=0

[clock_network]
cts_setup_buffers=0
postCtsHoldBufs=0
cts_resized=0

[per-stage QoR]
stage	instances	power [mW]
after floorplan	556	0.343
after global placement	741	0.490
after detailed placement	741	0.489
after CTS	741	0.491
after global routing	741	0.536
final	741	0.498
[layout make-up]
| type | count | area share, % |
|---|---|---|
| multi-input combinational | 467 | 78.2 |
| tap | 180 | 4.61 |
| timing repair buffer | 85 | 16.5 |
| inverter | 9 | 0.691 |
[path summary, 6_finish.rpt]
kind              from         to  slack [ns]
setup / recovery  b[0]  sures[12]        0.98
hold / removal    b[0]  sures[21]        4.31
[logic make-up (layout without fill, tap and decap cells)]
| logic type | Yosys count | after routing | synth area share [%] |
|---|---|---|---|
| compound gates | 151 | 151 | 25.5 |
| simple gates | 158 | 158 | 15.2 |
| mux | 155 | 155 | 46.1 |
| fa+ha+maj | 3 | 3 | 0.861 |
| buf+inv | 89 | 94 | 12.4 |
[synthesized netlist by cell type (5+ instances only)]
library cell	instances	area share (%)
buf_4	40	6.9
mux4_2	31	16
a21oi_1	32	3.7
nand2_1	81	7.0
a222oi_1	7	1.6
clkbuf_1	20	1.7
o211ai_1	8	1.4
nand3_1	8	0.92
a211oi_1	8	1.4
o221a_2	5	1.3
o21a_1	5	0.86
nor2_1	45	3.9
mux2_2	23	5.9
o21ai_0	24	2.8
a22oi_1	11	1.9
inv_1	6	0.52
mux2i_1	95	22
a221oi_1	9	1.8
nand2b_1	7	1.0
o22ai_1	5	0.72
buf_2	12	1.4
[routing by layer]
| metal | wire [um] | up-vias |
|---|---|---|
| met2 | 7700 | 319 |
| met3 | 2070 | 30 |
| met1 | 7420 | 2214 |
| met5 | 0 | - |
| met4 | 465 | 0 |
| li1 | - | 2130 |
[critical path, stage by stage]
cell             delay (ns)
buf_4                  0.34
inv_2                  0.19
ha_1                   0.24
ha_1                   0.30
mux2i_4                0.32
buf_4                  0.31
mux2i_1                0.45
mux2i_1                0.27
mux2_2                 0.35
and2_4                 0.17
a2111oi_4              0.25
clkdlybuf4s50_1        0.50
[where the power goes]
part,internal [mW],switching (mW),total [mW],leakage [nW]
clock,0,0,0,0
sequential,0,0,0,0
combinational,0.231,0.267,0.498,1.89
Power figures rest on the tool's default switching activity, not on a simulated workload.
